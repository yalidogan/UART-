[flow/run.sh]
#!/bin/bash
# OpenROAD 26Q1-2900-gdf79404cd8, Yosys 0.63+post, stock flow scripts
make -C /OpenROAD-flow-scripts/flow DESIGN_CONFIG=/design/flow/config.mk WORK_HOME=/design/flow/orfs finish
[flow/config.mk]
export PLATFORM = sky130hd
export DESIGN_NAME = ButtonDebouncer
export DESIGN_NICKNAME = ButtonDebouncer
export VERILOG_FILES = /design/flow/design.v
export SDC_FILE = /design/flow/constraint.sdc
export NUM_CORES = 4
export LEC_CHECK = 1
export CORE_UTILIZATION = 40
export SYNTH_HDL_FRONTEND = slang
[flow/constraint.sdc]
current_design ButtonDebouncer

set clk_period 6.2
set clk_io_pct 0.2

create_clock -name clk0 -period $clk_period [get_ports {clk}]

set non_clock_inputs [all_inputs -no_clocks]
set_input_delay [expr $clk_period * $clk_io_pct] -clock clk0 $non_clock_inputs
set_output_delay [expr $clk_period * $clk_io_pct] -clock clk0 [all_outputs]
[flow/design.v]
`timescale 1ns / 1ps
module ButtonDebouncer
#(parameter
integer clk_freq = 100_000_000, 
integer debounce_time = 1000, 
logic initial_value = 0)
(
input logic clk, 
input logic signal_in, 
output logic signal_out 
);
 localparam integer timer_limit = clk_freq / debounce_time; 
 logic [31 : 0] timer; 
 logic timer_enable = 0; 
 logic timer_tick = 0;
 typedef enum logic [2:0] {
 S_INIT, S_ZERO, S_ZEROTOONE, S_ONE, S_ONETOZERO} states;
 states state = S_INIT;
 always_ff @(posedge clk) begin 
 case(state) 
 S_INIT : begin
 if(initial_value == 0) begin 
 state <= S_ZERO; 
 end  
 else begin 
 state <= S_ONE;
 end 
 end 
 S_ZERO: begin
 signal_out <= 0; 
 if(signal_in == 1) begin 
 state <= S_ZEROTOONE; 
 end 
 end 
 S_ZEROTOONE : begin 
 signal_out <= 0; 
 timer_enable <= 1; 
 if(timer_tick == 1) begin 
 state <= S_ONE; 
 timer_enable <= 0; 
 end
 if(timer_tick == 0) begin 
 state <= S_ZERO; 
 timer_enable <= 0; 
 end 
 end 
 S_ONE : begin 
 signal_out <= 1; 
 if(signal_in == 0)begin 
 state <= S_ONETOZERO;
 end 
 end 
 S_ONETOZERO : begin 
 signal_out <= 1; 
 timer_enable <= 1; 
 if(timer_enable == 1) begin 
 state <= S_ZERO; 
 timer_enable <= 0; 
 end
 if(signal_in == 1) begin 
 state <= S_ONE; 
 timer_enable <= 0;
 end 
 end
 endcase 
 end 
 always_ff @(posedge clk) begin 
    if(timer_enable == 1) begin 
        if(timer == timer_limit - 1) begin 
            timer_tick <= 1; 
            timer <= 0; 
        end 
        else begin 
            timer_tick <= 0; 
            timer <= timer + 1; 
        end 
    end 
    else begin 
    timer <= 0; 
    timer_tick <= 0;
    end 
 end 
endmodule
==> run_results.csv <==
group,metric,value,unit
drt,drc,0,
synthesis,synth.cellmix.xorXnorShare,6.28,%
critical_path,crit_chain,"clkdlybuf4s50_1",
critical_path,crit-reg2reg-launch,"timer[5]$_SDFF_PP0_",
pwr,vdd_ir_drop_max,102,µV
synthesis,synth_adder_area_share,0.690,%
global_route,vias_in_the_first_global_route,1346,
drt,wl_per_cell,13.5,µm
floorplan,rows,24,
status,outcome,"completed",
sta,total_negative_setup_slack,0,ns
critical_path,worstPathArrival,1.05,ns
cts,numClockSinks,39,
cells_and_area,areaGrowthSynthToFinish,6.90,%
floorplan,die_width,69.3,µm
drt,route.antenna.diode_count,0,
critical_path,r2r_setup_slack,3.99,ns
synthesis,synth.comb.largest_family,"simple AND/OR/NAND/NOR gates",
cells_and_area,share_of_layout_cells_above_drive_strength_1,8.17,%
run,maxCapViolations,0,
drt,via_per_inst,5.65,
drt,wire_length_on_met3,129,µm
cts,cts.reportedPaths.clkPinSlew,0.07,ns
global_route,grt_overflow,0,
floorplan,die_h,69.3,µm
cts,cts-resized-gates,0,
critical_path,r2r.worst_path.cells,4,
synthesis,ys.flop_type,"sky130_fd_sc_hd__dfxtp_1",
cts,htreeDepth,2,
cts,cts_hold_buffers,0,
placed_design,post-dp-hpwl,2.38,mm
cells_and_area,design_area,1940,µm²
synthesis,synth-edff-count,2,
critical_path,rr_endpoint,"timer[21]$_SDFF_PP0_",
drt,drt-met1-wl,1.80,mm
critical_path,setup.worst_path.end_class,"output pin",
pwr,design_power_total,435,µW
sta,min_period,2.29,ns
cts,clock_tree_from_tritoncts,"built",
cts,cts-root-to-sink-buffers,2,
synthesis,number_of_synthesized_register_bits,39,
drt,antenna_violating_nets_post_route,0,
synthesis,syn-instance-count,206,
synthesis,synth_simple_gate_area_share,31.2,%
cts,root_buffer,"sky130_fd_sc_hd__clkbuf_8",
global_route,global_route_wire_length_before_repair,6.21,mm
floorplan,design.core.area,4350,µm²
placed_design,finalWeightedCongestion,0.841,
worst_hold_path,whs_endpoint,"state[0]$_DFF_P_",
drt,detailroute.via_count,1470,
critical_path,critical_path.top_delay_family,"buffers and inverters",
sta,grt_setup_unrepaired,"false",
drt,drtIter0Drc,116,
floorplan,floorplanUtilization,41.7,%
cts,cts_buffers,5,
cts,post_cts_buffers,0,
worst_hold_path,timing.hold.worst.start,"state[3]$_DFF_P_",
sta,timing.final.max_slew_violations,0,
global_route,antenna_found_initial,0,
synthesis,synthArstFlopShare,0,%
synthesis,synth.yosys.seq_area_share,44.1,%
sta,worst_pin_slew,0.679,ns
sta,finalClockSkew,0.00748,ns
drt,drt-pass1-iter-count,4,
sta,max_clock_freq,436,MHz
drt,routed_wirelength,3.52,mm
sta,maxSlewHeadroom,54.7,%
synthesis,yosys_warnings,0,
synthesis,syn-cell-area,1810,µm²
critical_path,crit_path_start_kind,"flop",
synthesis,mux_contribution_to_synthesized_area,0,%
critical_path,critical_path_peak_fanout,1,
critical_path,timing.critical_path.slowest_cell_delay,0.45,ns
placed_design,placed_area,1860,µm²
placed_design,port_buffers,2,
critical_path,critical_path.slowest_cell,"sky130_fd_sc_hd__clkdlybuf4s50_1",
synthesis,synth-cells-yosys,206,
synthesis,syn_area_per_cell,8.81,µm²
synthesis,synth.cellmix.compoundShare,13.4,%
floorplan,pin_count,3,
sta,final_hold_viol_count,0,
drt,wl_met2,1.53,mm
cts,clock_latency,0.29,ns
global_route,grt_start_max_net_pins,20,
synthesis,ys_chip_area,1810,µm²
sta,final.period_utilization,37.0,%
critical_path,worst-path-buf-inv,1,
synthesis,netlist-cell-type-count,38,
pwr,power.static_leakage,0.000596,µW
worst_hold_path,min_path_type,"flop to flop",
worst_hold_path,hold-path-cell-count,1,
critical_path,type_of_the_worst_setup_path,"flop to output pin",
run,total_tool_warning_count,25,
critical_path,cp.required,4.96,ns
drt,top_layer_used,"met4",
floorplan,die_area,4810,µm²
global_route,track_usage,16.1,%
pwr,power_density,225,nW/µm²
sta,finalSetupViolCount,0,
cell usage after synthesis, types with 6 or more instances:
master                    count  share of area, %
sky130_fd_sc_hd__nor4_1       6               2.1
sky130_fd_sc_hd__nor2_1      19               3.9
sky130_fd_sc_hd__nand2_1     16               3.3
sky130_fd_sc_hd__nand4_1     10               3.4
sky130_fd_sc_hd__or4_1       10               4.1
sky130_fd_sc_hd__xnor2_1      9               4.3
sky130_fd_sc_hd__nand3_1      8               2.2
sky130_fd_sc_hd__o31ai_1     10               4.1
sky130_fd_sc_hd__or3_1        9               3.1
sky130_fd_sc_hd__o21ai_0      6               1.7
sky130_fd_sc_hd__a21oi_1     17               4.7
sky130_fd_sc_hd__dfxtp_1     37                41
cells in the final DEF (no fill, tap or decap):
cell / instances
sky130_fd_sc_hd__or4_4: 1
sky130_fd_sc_hd__nand4_2: 1
sky130_fd_sc_hd__nor3_1: 5
sky130_fd_sc_hd__nor4_1: 6
sky130_fd_sc_hd__a21o_1: 1
sky130_fd_sc_hd__nor2_1: 19
sky130_fd_sc_hd__a22o_1: 1
sky130_fd_sc_hd__or4_1: 10
sky130_fd_sc_hd__dfxtp_1: 37
sky130_fd_sc_hd__nor4bb_1: 1
sky130_fd_sc_hd__inv_1: 5
sky130_fd_sc_hd__xnor2_1: 9
sky130_fd_sc_hd__buf_4: 1
sky130_fd_sc_hd__or3_2: 1
sky130_fd_sc_hd__clkdlybuf4s50_1: 2
sky130_fd_sc_hd__or2_2: 2
sky130_fd_sc_hd__o21ba_2: 1
sky130_fd_sc_hd__and4_2: 1
sky130_fd_sc_hd__o22ai_1: 1
sky130_fd_sc_hd__nand2_1: 16
sky130_fd_sc_hd__and3_2: 2
sky130_fd_sc_hd__o31ai_4: 1
sky130_fd_sc_hd__or3_1: 9
sky130_fd_sc_hd__o21a_1: 1
sky130_fd_sc_hd__xor2_1: 4
sky130_fd_sc_hd__o31ai_1: 10
sky130_fd_sc_hd__edfxtp_1: 2
sky130_fd_sc_hd__a21oi_1: 17
sky130_fd_sc_hd__nor3b_1: 1
sky130_fd_sc_hd__clkinvlp_4: 1
sky130_fd_sc_hd__clkbuf_8: 5
sky130_fd_sc_hd__nand4_1: 10
sky130_fd_sc_hd__ha_1: 1
sky130_fd_sc_hd__and3_1: 3
sky130_fd_sc_hd__o21ai_0: 6
sky130_fd_sc_hd__and2_1: 1
sky130_fd_sc_hd__and4_1: 3
sky130_fd_sc_hd__clkinv_1: 2
sky130_fd_sc_hd__nand3_1: 8
metal layers:
metal,GRT usage [%],up-vias
li1,-,763
met1,25.3,678
met2,24.2,22
met3,2.95,7
met4,2.49,0
met5,0,-
cell type report:
| class | count | area (µm²) |
|---|---|---|
| Clock inverter | 3 | 15.0 |
| Inverter | 5 | 18.8 |
| Fill cell | 406 | 2410 |
| Multi-Input combinational cell | 153 | 943 |
| Timing Repair Buffer | 3 | 27.5 |
| Sequential cell | 39 | 801 |
| Tap cell | 52 | 65.1 |
| Clock buffer | 5 | 68.8 |
through the flow:
step	std cells	util [%]	hold slack [ns]	worst slack, ns
6_report	260	44.5	0.450	3.91
5_1_grt	260	44.5	0.478	3.81
4_1_cts	260	44.5	0.453	3.89
3_5_place_dp	252	42.6	0.436	4.01
3_3_place_gp	252	42.6	0.432	4.02
2_1_floorplan	206	-	0.418	4.21
state kept, by name, summed over array words and instances (netlist names):
register	count
signal_out	1
state	4
timer	32
timer_enable	1
timer_tick	1
worst max path at each step:
stage | from | end | cells after the start | slack, ns
4_1_cts | signal_out$_DFFE_PP_ | signal_out | 1 | 3.89
5_1_grt | timer[5]$_SDFF_PP0_ | timer[21]$_SDFF_PP0_ | 4 | 3.81
6_report | signal_out$_DFFE_PP_ | signal_out | 1 | 3.91
where the power goes:
group          total (µW)  leakage, µW  internal, µW  switching, µW
registers             260     0.000318           257           2.91
logic                11.9     0.000238          5.91           5.94
clock network         164    0.0000392          76.4           87.6
cell families (layout without fill, tap and decap cells):
family | count (synthesis) | in the layout
buffers and inverters | 14 | 16
XOR/XNOR | 13 | 13
AND-OR/OR-AND | 39 | 39
adder cells (fa/ha/maj) | 1 | 1
AND/OR/NAND/NOR | 100 | 100
flip-flops | 39 | 39
Power and IR drop assume default switching activity.
