$ cat flow/design.v
`timescale 1ns / 1ps
module Receiver
#( 
parameter BAUD = 9600, 
parameter CLK_FREQ = 100_000_000, 
parameter DataWidth = 8
)
(
input logic clk, 
input logic rx_i,  
output [7:0] rx_out
    );
    localparam int bit_timer_limit = CLK_FREQ /BAUD;  
    typedef enum logic [1:0]{
    S_IDLE, S_START, S_DATA, S_STOP} states; 
     states state = S_IDLE;  
     integer bittimer = 0; 
     integer bitcounter = 0; 
     logic [7: 0] rx_buf = 0;  
     logic [31: 0] rx_fifo_buf = 0; 
     logic rx_done;
     always_ff @(posedge clk) begin  
case(state) 
S_IDLE : begin 
bittimer <= 0; 
rx_done <= 0; 
if(rx_i == 0) begin  
state <= S_START;
end 
end  
S_START : begin 
if((bittimer == bit_timer_limit / 2 - 1) ) begin 
       if(rx_i == 0) begin
       state <= S_DATA;
       end else begin
       state <= S_IDLE; 
       end 
    bittimer <= 0; 
end 
else begin 
bittimer <= bittimer + 1; 
end 
end  
S_DATA : begin 
if(bittimer == bit_timer_limit - 1) begin 
     if(bitcounter == DataWidth - 1) begin  
        state <= S_STOP;  
        bitcounter <= 0; 
        end
    else begin 
        bitcounter <= bitcounter + 1; 
    end
    rx_fifo_buf <= {rx_i, rx_fifo_buf[31 : 1]};
    bittimer <= 0; 
end
    else begin 
    bittimer <= bittimer + 1; 
    end 
end  
S_STOP : begin 
    if ( bittimer == bit_timer_limit - 1) begin 
        state <= S_IDLE;
        bittimer <= 0; 
        rx_done <= 1; 
    end
    else begin 
        bittimer <= bittimer + 1; 
    end 
end  
endcase 
end
assign rx_out = rx_fifo_buf[7:0]; 
endmodule
`timescale 1ns / 1ps
module Transmitter
#( 
parameter BAUD = 9600, 
parameter CLK_FREQ = 100_000_000, 
parameter StopBits = 2, 
parameter DataWidth = 8
)
(
input logic clk,
input logic [DataWidth - 1:0] data_in, 
input wire [DataWidth - 1:0] leds,
input logic tx_start,  
input logic tx_load,  
input logic transmitAll, 
output logic tx
);
localparam int bit_timer_limit = CLK_FREQ / (BAUD); 
localparam int Stop_Bit_Limit = StopBits * bit_timer_limit; 
typedef enum logic [1:0]{
    S_IDLE, S_START, S_DATA, S_STOP} states; 
    states state = S_IDLE;    
integer bittimer; 
integer bitcounter; 
logic [DataWidth - 1 :0] tx_buf ; 
logic [31: 0] tx_fifo_buf = 0;  
logic [DataWidth - 1 :0] shreg2 ; 
assign leds = shreg2;
always_ff @(posedge clk) begin
case(state) 
S_IDLE : begin 
tx <= 1; 
bitcounter <= 0; 
    if(tx_load) begin
     tx_fifo_buf <= {tx_fifo_buf[23:0], data_in};
    shreg2 <= data_in;
    end
    if(tx_start) begin 
    state <= S_START; 
    end
end  
S_START : begin 
tx <= 0; 
if(bittimer == bit_timer_limit - 1) begin 
    state <= S_DATA; 
    bittimer <= 0; 
    tx <= tx_fifo_buf[0];
    tx_fifo_buf[7] <= tx_fifo_buf[0];
    tx_fifo_buf[6:0] <= tx_fifo_buf[7:1];
end 
else begin 
bittimer <= bittimer + 1; 
end 
end   
S_DATA : begin 
    if(bitcounter == DataWidth - 1)begin  
        if(bittimer == bit_timer_limit - 1)begin  
        bitcounter <= 0; 
        state <= S_STOP;  
        tx <= 1; 
        bittimer <= 0; 
        end
        else begin 
        bittimer <= bittimer + 1; 
        end
    end
    else begin 
         if(transmitAll)begin 
            if(bittimer == 4*bit_timer_limit - 1) begin 
                     tx <= tx_fifo_buf[0];
                     tx_fifo_buf[7] <= tx_fifo_buf[0];
                     tx_fifo_buf[6:0] <= tx_fifo_buf[7:1];
         bittimer <= 0; 
         bitcounter <= bitcounter + 1; 
         end 
         else begin
          bittimer <= bittimer + 1; 
         end 
         end 
         if(bittimer == bit_timer_limit - 1) begin 
                     tx <= tx_fifo_buf[0];
                     tx_fifo_buf[7] <= tx_fifo_buf[0];
                     tx_fifo_buf[6:0] <= tx_fifo_buf[7:1];
         bittimer <= 0; 
         bitcounter <= bitcounter + 1; 
         end 
         else begin
          bittimer <= bittimer + 1; 
         end 
    end 
end  
S_STOP : begin 
    if(bittimer == Stop_Bit_Limit - 1) begin 
        state <= S_IDLE; 
        bittimer <= 0; 
    end 
    else begin
    bittimer <= bittimer + 1;  
    end 
end  
default : state <= S_IDLE;
endcase 
end 
endmodule
`timescale 1ns / 1ps
module UART_TopModule
(
input logic clk, 
input logic [7:0] sw, 
input logic btnC, 
input logic btnD, 
input logic btnR, 
input logic btnL, 
inout logic [1:0] JA,
output logic [15 : 0] LED
);
  Transmitter transmitter(
  .clk(clk),
  .data_in(sw[7:0]),
  .leds(LED[7:0]),
  .tx_start(btnC),
  .tx_load(btnD),
  .tx(JA[0]) 
  );
 Receiver receiver(
    .clk(clk), 
    .rx_i(JA[1])
    );
endmodule
$ cat flow/run.sh
#!/bin/bash
# OpenROAD 26Q1-2900-gdf79404cd8, Yosys 0.63+post, stock flow scripts
make -C /OpenROAD-flow-scripts/flow DESIGN_CONFIG=/design/flow/config.mk WORK_HOME=/design/flow/orfs finish
$ cat flow/config.mk
export PLATFORM = sky130hd
export DESIGN_NAME = UART_TopModule
export DESIGN_NICKNAME = UART_TopModule
export VERILOG_FILES = /design/flow/design.v
export SDC_FILE = /design/flow/constraint.sdc
export NUM_CORES = 4
export LEC_CHECK = 1
export CORE_UTILIZATION = 40
export SYNTH_HDL_FRONTEND = slang
$ cat flow/constraint.sdc
current_design UART_TopModule

set clk_period 4.5
set clk_io_pct 0.2

create_clock -name clk0 -period $clk_period [get_ports {clk}]

set non_clock_inputs [all_inputs -no_clocks]
set_input_delay [expr $clk_period * $clk_io_pct] -clock clk0 $non_clock_inputs
set_output_delay [expr $clk_period * $clk_io_pct] -clock clk0 [all_outputs]
==> out/notes.md <==
• **number of placed instances, taps included** 547
• **register-to-register setup slack** 1550 ps
• **Post-CTS Repair Setup Buffers** 0
• **and+or+nand+nor area frac** 0.2462
• **clock insertion delay at the later pin of the skew report** 350 ps
• **setup violation total in the final timing report** 0
• **tool warnings** 32
• **CORE AREA** 0.01089 mm²
• **final slew viol count** 0
• **first-pass GRT wire length** 13090 µm
• **total track usage** 0.1471
• **initial core utilization** 0.4107
• **synth-to-layout area growth** 8.702%
• **post-synthesis async set-or-reset flop share** 0
• **Dominant Register Cell** edfxtp_1
• **sequential element share of the synthesized area** 0.5036
• **Non-Filler Instances** 562
• **worst-case reg-to-reg path depth** 5
• **Distinct cells, synth** 41
• **total number of H-tree levels** 3
• **post-synth tally of flip-flops with integrated enable** 75
• **max-slew headroom at the worst pin** 0.3845
• **Num CTS Buffers** 9
• **RePlAce Congestion** 0.8034
• **class of the most critical hold timing path** register to register
• **VDD IR max** 0.0003349 V
• **maximum clock path buffer count** 2
• **path type of the worst setup path** register to register
• **CTS Hold Buffers Added** 0
• **critical path required time** 4490 ps
• **unrepaired setup endpoints after global routing** no
• **fill cell instance count of the final layout** 998
• **Clock Pin Slew Worst Setup and Hold Paths** 80 ps
• **Residual DRC** 0
• **maxcap violations** 0
• **minimum period implied by the final worst setup slack** 2949 ps
• **pin count of the biggest net entering global routing** 35
• **post-synthesis mux area share** 0.02015
• **highest clock frequency the design can meet** 0.3391 GHz
• **flip-flop and latch count after synthesis** 75
• **via density per instance** 5.525
• **slew at the pin with the worst max-slew slack** 914.8 ps
• **Port-buffer cells** 10
• **min-delay src** transmitter.tx_fifo_buf[5]$_DFFE_PP_
• **HPWL after DPL** 5396 µm
• **post-synthesis adder-cell area fraction** 0.01959
• **violation count after the first detailed-route iteration** 183
• **total wire length** 8094 µm
• **number of sinks driven by the clock tree** 75
• **post-layout utilization of the core** 0.4464
• **number of stages on the worst hold path** 1
• **remaining global-route overflow** 0
• **final sum of negative setup slack** 0 ps
• **number of placed I/O pins** 31
• **count of endpoints without a timing constraint** 1
• **fraction of layout instances using a drive strength above 1** 0.1137
• **cell area power density** 664.6 mW/mm²
• **antenna violation net count after detailed routing** 0
• **number of hold-slack violations in the final timing report** 0
• **Worst Setup Slack post-DPL** 1561 ps
• **number of cells produced by synthesis** 411
• **average cell area after synthesis** 10.88 µm²
• **Chip Width** 107.7 µm
• **count of standard-cell rows** 38
• **vias in the first global route** 2791
• **status** completed
• **cell count in the Yosys report** 411
• **final period utilization** 0.6553
• **prevailing logic family in the synthesized netlist** simple AND/OR/NAND/NOR gates
• **capturing point of the worst reg2reg path** transmitter.bitcounter[27]$_SDFFCE_PP0P_
• **first-pass iteration count of the detailed router** 4
• **post-synthesis share of cell area spent on and-or and or-and gates** 0.06771
• **final worst hold slack** 551.1 ps
• **XOR-XNOR Cells, Area Fraction** 0.08226
• **chip area in the Yosys report** 0.004472 mm²
• **cell at the root of the clock tree** clkbuf_8
• **total inserted antenna cells** 0
• **worst reg2reg path startpoint** transmitter.bittimer[4]$_DFFE_PP_
• **CP Capture Type** register
• **endpoint of the worst hold-timing path** transmitter.tx_fifo_buf[4]$_DFFE_PP_
• **Avg WL per Cell** 14.40 µm
• **CP arrival** 2940 ps
• **overall die area** 0.01161 mm²
• **quantity of gates resized following cts** 0
• **die height** 107.7 µm
• **worst setup skew after layout** 12.70 ps
• **number of antenna violations at the first check in global routing** 0
• **clock tree from TritonCTS** yes
• **critical path launch point type** register
• **crit-path max FO** 32
• **leakage dissipation** 1.539 nW
• **Synth Cell Area** 0.004472 mm²
• **post-layout worst setup margin** 1551 ps
• **Synth warnings** 17
• **total via count after detailed routing** 3105
-- Yosys cell counts (2+ instances only) --
cell type | instances | area (µm²)
edfxtp_1 | 75 | 2252
nand4_1 | 35 | 219.0
xor2_1 | 26 | 227.7
nor2_1 | 23 | 86.33
nand3_1 | 21 | 105.1
nor4_1 | 19 | 118.9
a21oi_1 | 18 | 90.09
nand2_1 | 17 | 63.81
buf_4 | 16 | 120.1
or4_1 | 16 | 120.1
xnor2_1 | 16 | 140.1
clkbuf_1 | 14 | 52.55
o31ai_1 | 14 | 105.1
inv_1 | 13 | 48.80
nor3_1 | 11 | 55.05
and4_1 | 10 | 87.58
nor2_2 | 10 | 62.56
mux2_2 | 8 | 90.09
ha_1 | 7 | 87.58
o21ai_0 | 5 | 25.02
and2_1 | 4 | 25.02
and3_1 | 4 | 25.02
buf_6 | 4 | 45.04
or2_2 | 3 | 18.77
or3_1 | 3 | 18.77
nor4bb_1 | 2 | 20.02
o21ba_2 | 2 | 20.02
or4_4 | 2 | 22.52
-- critical path: stages, from the launching register on --
cell      delay, ps
edfxtp_1        530
or4b_4          590
nor4_1          810
nand3_1         180
o21ai_2          90
buf_4           390
-- cell families after synthesis --
family                   count (synthesis)
other                                    1
XOR/XNOR                                42
flip-flops                              75
adder cells (fa/ha/maj)                  7
AND/OR/NAND/NOR                        185
multiplexers                             8
AND-OR/OR-AND                           46
buffers and inverters                   47
-- layer usage --
layer	vias to the layer above	track usage	share of wire	wire length (µm)
met1	1489	0.2343	0.51	4112
met3	10	0.02469	0.026	209
met5	-	0	0	0
met2	34	0.2280	0.46	3684
met4	0	0.02055	0.011	88
li1	1572	-	-	-
-- layout make-up --
type                    instances  area [µm²]  share of cell area
repair buffers                 15       137.6             0.02831
clock buffers                  10       127.6             0.02625
flip-flops and latches         75        2252              0.4633
well taps                     140       175.2             0.03604
multi-input cells             304        2017              0.4149
clock inverters                 5       102.6             0.02111
inverters                      13       48.80             0.01004
-- power by group --
part	internal, W	switching, W
Clock	0.000365	0.000240
Sequential	0.00130	0.000375
Combinational	0.000410	0.000539
Total	0.00208	0.00115
-- state kept, by name (all words and copies together) (netlist names) --
name,count
JA,1
transmitter.bitcounter,32
transmitter.bittimer,32
transmitter.state,2
transmitter.tx_fifo_buf,8
-- through the flow --
stage               total power [W]  cell area, µm²
floorplan                  0.002367            4528
global placement           0.002624            4631
detailed placement         0.002641            4631
CTS                        0.003265            4861
global route               0.003450            4861
finish                     0.003231            4861
-- placed cells by master (no fill, tap or decap), types with 2 or more instances in the layout --
cell	Yosys	layout
or2_2	3	3
and2_1	4	4
nor2_2	10	10
ha_1	7	7
o21ai_0	5	4
a21oi_1	18	18
or4_4	2	2
and4_1	10	10
xnor2_1	16	16
nand2_1	17	17
mux2_2	8	8
nor4bb_1	2	2
bufinv_16	0	3
clkbuf_8	0	9
o21ai_2	0	2
clkdlybuf4s50_1	0	10
xor2_1	26	26
or3_1	3	3
nand3_1	21	21
inv_1	13	13
nor4_1	19	19
buf_4	16	5
nor3_1	11	11
and3_1	4	4
nand4_1	35	35
conb_1	1	16
o31ai_1	14	14
nor2_1	23	23
edfxtp_1	75	75
o21ba_2	2	2
or4_1	16	16
-- worst max-delay path by stage --
| stage | cells past startpoint | from | end | slack [ps] |
|---|---|---|---|---|
| 6_report | 5 | transmitter.bittimer[4]$_DFFE_PP_ | transmitter.bitcounter[27]$_SDFFCE_PP0P_ | 1550 |
| 5_1_grt | 5 | transmitter.bittimer[4]$_DFFE_PP_ | transmitter.bitcounter[27]$_SDFFCE_PP0P_ | 1360 |
| 4_1_cts | 5 | transmitter.bittimer[4]$_DFFE_PP_ | transmitter.bitcounter[29]$_SDFFCE_PP0P_ | 1540 |
Power and IR drop assume default switching activity.
