### flow/run.sh
#!/bin/bash
# OpenROAD 26Q1-2900-gdf79404cd8, Yosys 0.63+post, stock flow scripts
make -C /OpenROAD-flow-scripts/flow DESIGN_CONFIG=/design/flow/config.mk WORK_HOME=/design/flow/orfs finish
### flow/config.mk
export PLATFORM = sky130hd
export DESIGN_NAME = uart_Top
export DESIGN_NICKNAME = uart_Top
export VERILOG_FILES = /design/flow/design.v
export SDC_FILE = /design/flow/constraint.sdc
export NUM_CORES = 4
export LEC_CHECK = 1
export CORE_UTILIZATION = 30
export SYNTH_HDL_FRONTEND = slang
### flow/constraint.sdc
current_design uart_Top

set clk_period 3.2
set clk_io_pct 0.2

create_clock -name clk0 -period $clk_period [get_ports {clk}]

set non_clock_inputs [all_inputs -no_clocks]
set_input_delay [expr $clk_period * $clk_io_pct] -clock clk0 $non_clock_inputs
set_output_delay [expr $clk_period * $clk_io_pct] -clock clk0 [all_outputs]
### flow/design.v
`timescale 1ns / 1ps
module uart_TX#(
    parameter DATA_SIZE = 8,
    parameter STOP_BIT_COUNT = 2,
    parameter BAUD_RATE_COUNTER = 10415  
)(
    input wire clk,
    input wire reset,
    input wire [DATA_SIZE-1:0] data_in,
    input wire loadDataBtn,
    input wire transferStartBtn,
    output reg tx,
    output wire [DATA_SIZE-1:0] tx_led
);
reg [1:0] state = 0;
localparam idle = 2'b00;
localparam start = 2'b01;
localparam data = 2'b10;
localparam stop = 2'b11;
reg[DATA_SIZE-1:0] TXBUF = 0;
reg[3:0] data_index = 0;
reg[$clog2(BAUD_RATE_COUNTER):0] counter = 0;
reg[$clog2(STOP_BIT_COUNT):0] stop_bit_counter = 0;
reg [19:0] debounce_counter_load = 0;
reg debounced_loadDataBtn;
reg [19:0] debounce_counter_trans = 0;
reg debounced_transferStartBtn;
assign tx_led = TXBUF;
always @(posedge clk) begin
    if (loadDataBtn != debounced_loadDataBtn) begin
        debounce_counter_load <= debounce_counter_load + 1;
        if (debounce_counter_load == 20'd1000000) begin
            debounced_loadDataBtn <= loadDataBtn;
            debounce_counter_load <= 0;
        end
    end else begin
        debounce_counter_load <= 0;
    end
    if (transferStartBtn != debounced_transferStartBtn) begin
        debounce_counter_trans <= debounce_counter_trans + 1;
        if (debounce_counter_trans == 20'd1000000) begin
            debounced_transferStartBtn <= transferStartBtn;
            debounce_counter_trans <= 0;
        end
    end else begin
        debounce_counter_trans <= 0;
    end
    if(reset) begin
    state <= idle;
    tx <= 1'b1;
    counter <= 0;
    stop_bit_counter <= 0;
    data_index <= 0;
    TXBUF <= 0;
    end
    else begin
        case(state)
            idle: begin
                tx <= 1'b1;
                if(debounced_loadDataBtn) begin
                    TXBUF <= data_in;
                end
                if(debounced_transferStartBtn) begin
                    state <= start;
                    counter <= 0;
                end
            end
            start:begin
                tx <= 1'b0; 
                if(counter < BAUD_RATE_COUNTER - 1) begin
                    counter <= counter + 1;
                end else begin
                    counter <= 0;
                    state <= data;
                    data_index <= 0;
                end
            end
            data:begin
                tx <= TXBUF[data_index];
                if(counter < BAUD_RATE_COUNTER - 1) begin
                    counter <= counter + 1;
                end else begin
                    counter <= 0;
                    if(data_index < DATA_SIZE) begin
                        data_index <= data_index + 1;
                    end else begin
                        state <= stop;
                        stop_bit_counter <= 0;
                    end
                end
            end
            stop:begin
                tx<= 1'b1;  
                if(counter < BAUD_RATE_COUNTER - 1) begin
                    counter <= counter + 1;
                end else begin
                    if(stop_bit_counter < STOP_BIT_COUNT - 1 ) begin 
                        stop_bit_counter <= stop_bit_counter + 1;
                        counter <= 0;
                    end else begin
                        state <= idle;
                    end
                end
            end
            default : state <= idle;
        endcase
    end
end
endmodule
`timescale 1ns / 1ps
module uart_RX#(
    parameter DATA_SIZE = 8,
    parameter STOP_BIT_COUNT = 2,
    parameter BAUD_RATE_COUNTER = 10415  
)(
    input wire clk,
    input wire reset,
    input wire txInput,
    output wire [DATA_SIZE-1:0] outputLed
);
reg[1:0] state = 0;
localparam idle = 2'b00;
localparam start = 2'b01;
localparam read = 2'b10;
localparam stop = 2'b11;
reg[DATA_SIZE-1:0] RXBUF;
reg[3:0] read_index;
reg[$clog2(BAUD_RATE_COUNTER):0] counter = 0;
reg[$clog2(STOP_BIT_COUNT):0] stop_bit_counter = 0;
assign outputLed = RXBUF;
always @(posedge clk) begin
    if(reset)begin
        state <= idle;
        RXBUF <= 0;
        read_index <= 0;
        counter <= 0;
        stop_bit_counter <= 0;
    end else begin
        case(state)
            idle: begin
                if(txInput == 0) begin
                    counter <= 0;
                    state <= start;
                end
                read_index <= 0;
            end
            start: begin
                if(counter > (BAUD_RATE_COUNTER/2)) begin
                    if(txInput == 0) begin
                        state <= read;
                    end else begin
                        state <= idle;
                    end
                    counter <= 0;
                end else begin
                    counter <= counter + 1;
                end
            end
            read: begin
                if(counter < BAUD_RATE_COUNTER) begin
                    counter <= counter + 1;
                end else begin
                    if(read_index < DATA_SIZE) begin
                        RXBUF[read_index] <= txInput;
                        read_index <= read_index + 1;
                    end else begin
                        state <= stop;
                        stop_bit_counter <= 0;
                    end
                    counter <= 0;
                end
            end
            stop: begin
                if(counter < BAUD_RATE_COUNTER) begin
                    counter <= counter + 1;
                end else begin
                    if(stop_bit_counter < STOP_BIT_COUNT - 1 ) begin 
                        stop_bit_counter <= stop_bit_counter + 1;
                        counter <= 0;
                    end else begin
                        state <= idle;
                    end
                end
            end
            default : state <= idle;
        endcase
    end
end
endmodule
`timescale 1ns / 1ps
module uart_Top
#(
    parameter DATA_SIZE = 8,
    parameter STOP_BIT_COUNT = 2,
    parameter BAUD_RATE_COUNTER = 10415
)
(
    input wire [15:0] sw,
    output wire[15:0] LED,
    input wire btnD,btnC,
    input wire clk,
    inout wire [3:4] JA
);  
    uart_TX#(
        .DATA_SIZE(DATA_SIZE),
        .STOP_BIT_COUNT(STOP_BIT_COUNT),
        .BAUD_RATE_COUNTER(BAUD_RATE_COUNTER)
    ) transmit (
        .clk(clk),
        .reset(sw[15]),
        .data_in(sw[7:0]),
        .loadDataBtn(btnD),
        .transferStartBtn(btnC),
        .tx(JA[3]),
        .tx_led(LED[7:0])
    );
    uart_RX#(
        .DATA_SIZE(DATA_SIZE),
        .BAUD_RATE_COUNTER(BAUD_RATE_COUNTER)
    ) recieve (
        .clk(clk),
        .reset(sw[15]),
        .txInput(JA[4]),
        .outputLed(LED[15:8])
    );
endmodule
==> Changelog: implementation <==
## Implementation

* Clock buffer depth at 2
* CTS Sinks at between 100 and 150
* Num CTS Buffers at 9
* Cell Type Count at approximately 61
* Flip-flops with a built-in enable at 2
* I/O pins at 37
* Endpoints left unconstrained at 1
* Synth cell count leaders: 107 x dfxtp_1, 93 x nor2_1, 46 x nand2_1, 41 x nand3_1, 36 x o21ai_0
* Log Error: [ERROR RSZ-0074] Failed to build tree from global routes for pin 'JA[4]' and net 'JA[4]' at grid (93150, 127650): found route to 9 pins, expected 8
* Flops & latches, synth at 109
* Synthesized cell area at slightly above 5000 um2
* Outcome: stopped before the end
* Synth Seq Share at 0.431
* DP Cell Count at a little over 800
* Failing step: global routing
* Synth Warn # at 0
* GPL Wtd Cong at just under 0.8
* Post-cts sizing count at 0
* Max-area cell share at 0.419
* Largest net degree at the start of global routing at ~44
* Post-Syn Area per Cell at approximately 8.6 um2
* FP Core Util at 0.308
* Cts hold-fix bufs at 0
* Commonest flop: dfxtp_1
* Ranking of synthesized cells by area: dfxtp_1 42%, nor2_1 6.8%, xor2_1 5.5%
* Synth async-reset ratio at 0
* # rows at roughly 47
* DP Wirelength at ~7.1 mm
* IO Port Bufs at 27
* H-tree depth at 3
* Yosys stat chip area at 5110 um2
* # Cells Yosys at just under 600
* Mapped Cells at ~600
* CTS Root Buffer Type: clkbuf_16
* Die Wd at between 100 and 150 um
* Pre-CTS setup slack at roughly 0.80 ns
* Cell taking the most area after synthesis: dfxtp_1
* Count leader, synth: dfxtp_1
* Area post-placement at 5600 um2
* Die H at roughly 130 um
* Post-CTS Setup Bufs at 0
kinds of logic after synthesis:
logic type	share of synthesized area
XOR/XNOR	0.0840
adder cells (fa/ha/maj)	0.0269
buffers and inverters	0.0250
AND/OR/NAND/NOR	0.282
AND-OR/OR-AND	0.115
flip-flops	0.431
multiplexers	0.0350
